File: flow/design.v
module serial_pixel_frame_buffer #(
    parameter WIDTH      = 28,
    parameter HEIGHT     = 28,
    parameter NUM_PIXELS = WIDTH * HEIGHT
)(
    input  wire        bit_clk,        
    input  wire        frame_start,    
    input  wire        serial_data,    
    output reg         frame_done,     
    input  wire        rd_en,
    input  wire [9:0]  rd_addr,        
    output reg  [7:0]  rd_data
);
    (* ram_style = "block" *) reg [7:0] frame_mem [0:NUM_PIXELS-1];
    reg [9:0] wr_addr   = 10'd0;   
    reg [2:0] bit_cnt   = 3'd0;    
    reg [7:0] shift_reg = 8'd0;    
    always @(posedge bit_clk or posedge frame_start) begin
        if (frame_start) begin
            wr_addr    <= 10'd0;
            bit_cnt    <= 3'd0;
            shift_reg  <= 8'd0;
            frame_done <= 1'b0;
        end else begin
            shift_reg <= {serial_data, shift_reg[7:1]};
            if (bit_cnt == 3'd7) begin
                frame_mem[wr_addr] <= {serial_data, shift_reg[7:1]};
                bit_cnt <= 3'd0;
                if (wr_addr == NUM_PIXELS-1) begin
                    wr_addr    <= 10'd0;    
                    frame_done <= 1'b1;     
                end else begin
                    wr_addr    <= wr_addr + 10'd1;
                    frame_done <= 1'b0;
                end
            end else begin
                bit_cnt    <= bit_cnt + 3'd1;
                frame_done <= 1'b0;
            end
        end
    end
    always @(posedge bit_clk) begin
        if (rd_en) begin
            rd_data <= frame_mem[rd_addr];
        end
    end
endmodule
File: flow/run.sh
#!/bin/bash
# OpenROAD 26Q1-2900-gdf79404cd8, Yosys 0.63+post, stock flow scripts
make -C /OpenROAD-flow-scripts/flow DESIGN_CONFIG=/design/flow/config.mk WORK_HOME=/design/flow/orfs finish
File: flow/config.mk
export PLATFORM = sky130hd
export DESIGN_NAME = serial_pixel_frame_buffer
export DESIGN_NICKNAME = serial_pixel_frame_buffer
export VERILOG_FILES = /design/flow/design.v
export SDC_FILE = /design/flow/constraint.sdc
export NUM_CORES = 4
export LEC_CHECK = 1
export CORE_UTILIZATION = 50
File: flow/constraint.sdc
current_design serial_pixel_frame_buffer

set clk_period 22.4
set clk_io_pct 0.2

create_clock -name clk0 -period $clk_period [get_ports {bit_clk}]

set non_clock_inputs [all_inputs -no_clocks]
set_input_delay [expr $clk_period * $clk_io_pct] -clock clk0 $non_clock_inputs
set_output_delay [expr $clk_period * $clk_io_pct] -clock clk0 [all_outputs]
==> flow_summary_export.csv <==
group,metric,value,unit
logic_synthesis,ys_seq_share,79.0,%
placement,dp_hpwl,1780,mm
clock_network,cts_sinks,6301,
clock_network,cts_resized,0,
logic_synthesis,numSynthFlops,6301,
logic_synthesis,synth-main-ff-cell,"edfxtp_1",
logic_synthesis,largest_area_cell,"edfxtp_1",
floorplanning,fp_util,50.3,%
logic_synthesis,ys_types,79,
logic_synthesis,top_cells_by_area,"edfxtp_1 (79%), a22oi_1 (5.6%), nand4_1 (2.0%), a32oi_1 (1.6%), nor2_1 (1.6%)",
global_route,grt_use_total,119,%
global_route,grt_pass1_vias,249000,
outcome,error,"[ERROR GRT-0116] Global routing finished with congestion. Check the congestion regions in the DRC Viewer.",
clock_network,clockBufferDepth,4,
global_route,grt_pass1_wl,3140,mm
clock_network,numCtsBuffers,631,
logic_synthesis,netlist_instances,14300,
placement,pre_cts_slack,10.05,ns
placement,placed_area,272000,um^2
logic_synthesis,ys_cells,14300,
floorplanning,die_width,694,um
logic_synthesis,edf_count,6280,
floorplanning,die_h,694,um
logic_synthesis,ys_chip_area,239000,um^2
clock_network,cts_setup_buffers,0,
logic_synthesis,top_area_share,78.7,%
floorplanning,rows,253,
logic_synthesis,async_reset_ff_share,0.333,%
clock_network,hold_buffers,0,
clock_network,htreeDepth,6,
placement,routabilityCongestion,2.00,
global_route,grt-ovfl-total,97100,
clock_network,cts-root-buf,"clkbuf_16",
floorplanning,io_pins,23,
logic_synthesis,mappedNetlistArea,239000,um^2
logic_synthesis,synth_warnings,2,
logic_synthesis,syn_avg_cell_area,16.7,um^2
global_route,grt_max_degree,119,
placement,place_inst,22700,
outcome,lastStage,"5_1_grt",
outcome,status,"did not finish",
placement,portBuffers,22,
==> per-stage QoR <==
step	hold WS, ns	power [mW]	utilization (%)
after CTS	0.429	24.5	61.4
after detailed placement	0.420	14.1	57.1
after global placement	0.417	14.1	57.0
after floorplan	0.403	13.6	-
==> cells in the mapped netlist, types with 22 or more instances <==
cell type,number
edfxtp_1,6280
a22oi_1,1793
nor2_1,989
nand4_1,771
nor3_1,730
clkbuf_1,549
a32oi_1,425
a22o_1,328
nand2_1,309
nand3_1,293
nor4_1,285
and4_1,161
buf_2,141
buf_1,135
a221oi_1,97
o22ai_1,97
or4_1,87
a32o_1,78
a21oi_1,75
o21ai_0,72
and3_1,67
a222oi_1,64
a2111oi_0,57
a221o_1,34
nor2b_1,25
mux2i_1,23
nor4bb_1,23
o211ai_1,22
==> kinds of logic after synthesis <==
family	Yosys count	share of synthesized area (%)
xor+xnor	8	0.0293
buf+inv	854	1.45
fa+ha+maj	6	0.0313
simple gates	3881	8.65
flops	6301	79.0
compound gates	3255	10.7
mux	40	0.176
==> routing by layer <==
metal  overflow  global-route usage [%]
met3      10100                     100
met1      38200                     139
met5       1022                    91.9
met2      41400                     134
met4       6410                    95.4
Power figures rest on the tool's default switching activity, not on a simulated workload.
