$ cat flow/design.v
module mnist_frame_ram #(
    parameter DATA_WIDTH = 8,
    parameter IMG_ROWS   = 28,
    parameter IMG_COLS   = 28
) (
    input  wire                      clk,
    input  wire                      we_a,
    input  wire [9:0]                addr_a,    
    input  wire [DATA_WIDTH-1:0]     din_a,
    input  wire [9:0]                addr_b,    
    output reg  [DATA_WIDTH-1:0]     dout_b
);
    localparam IMG_SIZE = IMG_ROWS * IMG_COLS;  
    reg [DATA_WIDTH-1:0] mem [0:IMG_SIZE-1];
    always @(posedge clk) begin
        if (we_a)
            mem[addr_a] <= din_a;
        dout_b <= mem[addr_b];
    end
endmodule
$ cat flow/run.sh
#!/bin/bash
# OpenROAD 26Q1-2900-gdf79404cd8, Yosys 0.63+post, stock flow scripts
make -C /OpenROAD-flow-scripts/flow DESIGN_CONFIG=/design/flow/config.mk WORK_HOME=/design/flow/orfs finish
$ cat flow/config.mk
export PLATFORM = sky130hd
export DESIGN_NAME = mnist_frame_ram
export DESIGN_NICKNAME = mnist_frame_ram
export VERILOG_FILES = /design/flow/design.v
export SDC_FILE = /design/flow/constraint.sdc
export NUM_CORES = 4
export LEC_CHECK = 1
export CORE_UTILIZATION = 50
export SYNTH_MEMORY_MAX_BITS = 65536
$ cat flow/constraint.sdc
current_design mnist_frame_ram

set clk_period 20.4
set clk_io_pct 0.2

create_clock -name clk0 -period $clk_period [get_ports {clk}]

set non_clock_inputs [all_inputs -no_clocks]
set_input_delay [expr $clk_period * $clk_io_pct] -clock clk0 $non_clock_inputs
set_output_delay [expr $clk_period * $clk_io_pct] -clock clk0 [all_outputs]
==> results_slide.txt <==
Flow Results at a Glance

Floorplanning
  – FP Rows: 255
  – Total core area: 484000 um^2
  – Die Span Y: 700 um
  – Die Size: 490000 um^2
  – Fp util: 50.3%
  – Top-Level Pins: 38
  – DIE WIDTH: 700 um

Run status
  – Outcome: finished, final reports clean

Logic synthesis
  – Mapped cell area: 243000 um^2
  – Distinct cells, synth: 64
  – Count of library flops with an enable pin: 6272
  – Post-synth regs: 6280
  – # Cells Yosys: 10.8k
  – Syn Area/Cell: 22.5 um^2
  – Yosys warning tally: 1
  – Syn Inst Count: 10.8k
  – Dominant register cell: edfxtp_1
  – Post-synthesis chip area from yosys: 243000 um^2
  – Seq/Total Area, Yosys: 77.4%
  – Synth async-reset ratio: 0%

Detailed routing
  – DR pass1 iterations: 5
  – Residual DRC: 0
  – ANT nets after route: 0
  – 1st-iter DRT viols: 7789
  – Via Count: 114k
  – Wire per inst: 34.8 um
  – Drt total wl: 636000 um
  – Via density: 6.21

Power and ir drop
  – Max VDD drop: 0.0842 mV
  – PD cells: 97.9 nW/um^2
  – Leakage: 83.9 nW
  – Internal power: 21.0 mW
  – Switching Fraction: 21.1%
  – Register share of total power: 53.3%
  – Combinational power share: 4.8%
  – Net switching power: 5.64 mW
  – Clock power share: 41.9%

CTS
  – Post-CTS Hold Buffers: 0
  – CTS resizes: 0
  – Max Root-Sink Buffers: 4
  – CTS tree: yes
  – Post-CTS Setup Inserts: 0
  – Worst skew pair latency: 1.09 ns
  – CTS sink count: 6280
  – H-tree Lvls: 6
  – Cts bufs inserted: 637
  – CTS root buf: clkbuf_16
  – Clk pin slew, worst setup/hold paths: 0.06 ns

Setup path
  – Crit Path Category: in2reg
  – Crit end category: flop
  – Startpoint types: primary input
  – Critical Path RT: 21.34 ns
  – Worst EP arrival: 10.78 ns
  – Crit path max fanout: 65

Final timing
  – Final hold slack: 1.23 ns
  – Unrepaired setup endpoints after global routing: no
  – Final worst path period need: 9.84 ns
  – Final setup TNS: 0 ns
  – Least-Margin Pin Slew: 1.10 ns
  – Final Setup Violations: 0
  – Max-slew headroom: 26.3%
  – Fmax: 102 MHz
  – Setup Skew: 0.0376 ns
  – Period utilization: 48.3%
  – Final Hold Fails: 0
  – Fin. max-slew vios: 0

Global route
  – Number of global-route vias before repair: 128k
  – Initial antenna violation count: 45
  – Global-route wire length before repair: 910000 um
  – Largest net degree at the start of global routing: 136
  – Overall routing resource usage: 30.0%
  – Congestion Overflow GR: 0

Cells and area
  – Layout cells sized above 1: 26.5%
  – Area delta synth->final: 11.9%

Run
  – Log Warnings: 36
  – MaxCap Viol Count: 0

Worst hold path
  – Worst hold path class: reg2reg

Placed design
  – IO Port Bufs: 37
  – Final GP Congestion: 0.905
  – DPL Wire Length: 393000 um
## synth_stat cells, types with 11 or more instances
master	number	share of area, %
a32oi_1	13	0.047
buf_6	92	0.43
edfxtp_1	6272	77
nor4_1	16	0.041
o221ai_1	129	0.46
a22oi_1	42	0.13
buf_2	156	0.32
nand2_1	192	0.30
clkbuf_1	263	0.41
mux2i_1	340	1.4
o22ai_1	85	0.22
nand3_1	50	0.10
buf_4	73	0.23
a22o_1	17	0.061
buf_8	14	0.086
nor2_1	837	1.3
nor2b_1	17	0.044
mux4_2	1689	16
o211ai_1	19	0.059
buf_1	81	0.12
nand4_1	14	0.036
o21ai_0	35	0.072
a221oi_1	24	0.086
mux4_1	15	0.16
a21oi_1	100	0.21
a211oi_1	19	0.059
or3_1	11	0.028
nor3_1	63	0.13
## worst paths after layout
check / startpoint / end / slack, ns / cells past startpoint
setup / recovery: addr_b[0] / dout_b[7] / 10.56 / 13
hold / removal: mem[770][5] / dout_b[5] / 1.23 / 6
setup reg to reg: mem[446][0] / dout_b[0] / 16.58 / 8
hold reg to reg: mem[770][5] / dout_b[5] / 1.23 / 6
## flip-flops by register name, summed over array words and instances (netlist names)
register  count
dout_b        8
mem        6272
## area by class of cell
| cell class | count | area [um^2] |
|---|---|---|
| fill | 34400 | 211000 |
| sequential | 6280 | 189000 |
| multi-input combinational | 3830 | 51400 |
| clock buffer | 811 | 17000 |
| tap | 6425 | 8040 |
| timing repair buffer | 551 | 4430 |
| clock inverter | 337 | 2980 |
| antenna | 63 | 158 |
| inverter | 6 | 38.8 |
## power groups by stage
stage | Combinational (mW) | Sequential [mW] | Clock [mW]
after global routing | 1.38 | 14.2 | 11.8
final | 1.29 | 14.2 | 11.2
after CTS | 1.30 | 14.2 | 11.3
## cell usage in the layout, fill, tap and decap left out, types with 18 or more instances in the layout
master	netlist	final
a21oi_1	100	100
a221oi_1	24	24
a22oi_1	42	42
buf_4	73	504
bufinv_16	0	38
clkbuf_1	263	156
clkbuf_16	0	655
clkdlybuf4s50_1	0	19
clkinv_1	0	156
clkinv_2	0	85
diode_2	0	63
edfxtp_1	6272	6272
mux2i_1	340	340
mux4_2	1689	1689
nand2_1	192	192
nand3_1	50	18
nand3_4	0	32
nor2_1	837	831
nor3_1	63	60
o211ai_1	19	19
o21ai_0	35	35
o221ai_1	129	129
o22ai_1	85	85
## routing by layer
| metal | vias to the layer above | global-route usage [%] | routed length (um) |
|---|---|---|---|
| li1 | 47000 | - | - |
| met1 | 57900 | 36.3 | 187000 |
| met2 | 7624 | 41.0 | 294000 |
| met3 | 1155 | 27.0 | 130000 |
| met4 | 103 | 8.58 | 22900 |
| met5 | - | 2.08 | 1820 |
## worst max-delay path: stages
cell and delay [ns]:
buf_16 0.37, buf_4 0.67, buf_4 0.68, buf_12 0.53, buf_4 0.69, buf_4 0.71, buf_4 0.64, mux4_2 0.58
mux4_2 0.53, nand2_1 0.13, nand2_1 0.08, a221oi_1 0.75, a32oi_1 0.12
## cell families after synthesis
kind of cell / Yosys count / synth area share, %
multiplexers: 2050 / 17.2
buffers and inverters: 696 / 1.68
AND-OR/OR-AND: 536 / 1.59
flip-flops: 6280 / 77.4
AND/OR/NAND/NOR: 1244 / 2.10
## per-stage QoR
stage	cells	setup slack, ns	utilization, %	cell area, um^2	power [mW]
finish	18300	10.56	56.3	273000	26.7
global route	18200	9.94	56.3	272000	27.4
CTS	18200	10.46	56.3	272000	26.9
detailed placement	17100	9.28	52.2	252000	15.8
global placement	17100	9.26	52.2	252000	15.8
floorplan	10800	13.57	-	243000	15.2
No activity file was given, so power comes from the tool's default toggle rates.
